==> flow/design.v <==
module coincol (clock,reset,coin_in,done_out,lsb7seg_out,msb7seg_out);
   input clock,reset;
   input [1:0]coin_in;
   output done_out;
   output reg [6:0]lsb7seg_out;
   output reg [6:0]msb7seg_out;
   reg [2:0]prestate,nextstate;
   parameter STATE00  = 3'b000,
             STATE25  = 3'b001,
             STATE50  = 3'b010,
             STATE75  = 3'b011,
             STATE100 = 3'b100;
   always @(posedge clock)
      begin
         if(reset)
            prestate <= STATE00;
         else
            prestate <= nextstate;
      end
   always @(*)
      begin
        case(prestate)
           STATE00 :
                       begin
                          if(coin_in == 2'b00)
                             nextstate = STATE25;
                          else if(coin_in == 2'b01)
                             nextstate = STATE50;
                          else if(coin_in == 2'b10)
                             nextstate = STATE100;
                          else
                             nextstate = STATE00;
                       end
           STATE25 :
                       begin
                          if(coin_in == 2'b00)
                             nextstate = STATE50;
                          else if(coin_in == 2'b01)
                             nextstate = STATE75;
                          else if(coin_in == 2'b10)
                             nextstate = STATE100;
                          else
                             nextstate = STATE25;
                       end
           STATE50 :
                       begin
                          if(coin_in == 2'b00)
                             nextstate = STATE75;
                          else if(coin_in == 2'b01 || coin_in == 2'b10)
                             nextstate = STATE100;
                          else
                             nextstate = STATE50;
                       end
           STATE75 :
                       begin
                          if(coin_in == 2'b00 || coin_in == 2'b01 || coin_in == 2'b10)
                             nextstate = STATE100;
                          else
                             nextstate = STATE75;
                       end
           default :   nextstate = STATE00;
      endcase
   end
   assign done_out = (prestate == STATE100) ? 1'b1 : 1'b0;
   always @(prestate)
      begin
         case(prestate)
            STATE25  :
                        begin
                           lsb7seg_out = 7'b0100100;
                           msb7seg_out = 7'b0010100;
                        end
            STATE50  :
                        begin
                           lsb7seg_out = 7'b0100010;
                           msb7seg_out = 7'b1000000;
                        end
            STATE75  :
                        begin
                           lsb7seg_out = 7'b1111000;
                           msb7seg_out = 7'b0010010;
                       end
            STATE100 :
                        begin
                           lsb7seg_out = 7'b0001001;
                           msb7seg_out = 7'b0001000;
                        end
            default  :
                        begin
                           lsb7seg_out = 7'b1000000;
                           msb7seg_out = 7'b1000000;
                        end
         endcase
          end
endmodule
==> flow/run.sh <==
#!/bin/bash
# OpenROAD 26Q1-2900-gdf79404cd8, Yosys 0.63+post, stock flow scripts
make -C /OpenROAD-flow-scripts/flow DESIGN_CONFIG=/design/flow/config.mk WORK_HOME=/design/flow/orfs finish
==> flow/config.mk <==
export PLATFORM = sky130hd
export DESIGN_NAME = coincol
export DESIGN_NICKNAME = coincol
export VERILOG_FILES = /design/flow/design.v
export SDC_FILE = /design/flow/constraint.sdc
export NUM_CORES = 4
export LEC_CHECK = 1
export CORE_AREA = 10 10 70 70
export DIE_AREA = 0 0 80 80
==> flow/constraint.sdc <==
current_design coincol

set clk_period 2.0
set clk_io_pct 0.2

create_clock -name clk0 -period $clk_period [get_ports {clock}]

set non_clock_inputs [all_inputs -no_clocks]
set_input_delay [expr $clk_period * $clk_io_pct] -clock clk0 $non_clock_inputs
set_output_delay [expr $clk_period * $clk_io_pct] -clock clk0 [all_outputs]
==> flow_metrics.py <==
# Auto-generated metrics
metrics = {
    "status": {
        "outcome": "completed",
    },
    "routing": {
        "initialDrtViolationCount": 23,
        "routedWlPerCell_um": 8.891,
        "drt-pass1-iter-count": 4,
        "vias": 314,
        "ant_nets": 0,
        "antennaDiodeCount": 0,
        "drc": 0,
        "routed_wirelength_um": 898,
        "via_per_inst": 3.109,
    },
    "layout": {
        "largest_register_ff_count": 5,
        "largest_register": "prestate",
        "largestRegisters": "prestate: 5 flops",
        "final_cell_count_no_fill": 101,
        "postLayoutCoreUtil_pct": 15.97,
        "final.fill_count": 391,
        "flop_area_um2": 100.1,
        "area_delta_synth_final_pct": 60.89,
        "final_layout_size_suffix_gt1_share_pct": 16.36,
        "footprint_of_the_multi_input_gates_um2": 190.2,
    },
    "final_timing": {
        "maxSlewViolCount": 0,
        "tns_ps": 0,
        "setup_slack_ps": 94.11,
        "timing_hold_violations_final": 0,
        "max_freq_mhz": 524.7,
        "setup-violations-final": 0,
        "timing.final.crit_share_pct": 95.29,
        "setup_repair_after_global_routing_missed_its_margin": "false",
        "final_period_minus_worst_setup_slack_ps": 1906,
        "timing.clock.skew_ps": 3.898,
    },
    "global_routing": {
        "grt_util_all_layers_pct": 2.413,
        "grt_pass1_wl_um": 1338,
        "first_global_vias": 322,
        "globalRoute.totalOverflow": 0,
        "pin_count_of_the_biggest_net_entering_global_routing": 10,
        "antenna_found_initial": 0,
    },
    "pwr": {
        "power_density_mw_per_mm2": 569.0,
        "total_power_mw": 0.3104,
        "worst_ir_drop_vdd_mv": 0.1239,
        "static-leakage-power_nw": 0.2188,
    },
    "clock_network": {
        "htree_num_levels": 1,
        "post_cts_hold_buffer_count": 0,
        "cts.clk_slew.worst_paths_ps": 40,
        "clkSinkCount": 5,
        "worst_skew_pair.late_latency_ps": 240,
        "clockBufferDepth": 2,
        "cts_buffers": 3,
        "cts_resized": 0,
        "cts_tree": "built",
        "cts_post_setup_buffers_inserted": 0,
        "clock-root-buffer": "sky130_fd_sc_hd__clkbuf_4",
    },
    "synth": {
        "syn-cell-area_um2": 339.1,
        "syn-instance-count": 43,
        "ys_top_cells_by_area": "sky130_fd_sc_hd__dfxtp_1, sky130_fd_sc_hd__ha_1, sky130_fd_sc_hd__clkbuf_1",
        "synth.most_common_cell": "sky130_fd_sc_hd__clkbuf_1",
        "yosysWarnings": 1,
        "yosys_synthesis_chip_area_um2": 339.1,
        "synth_area_leader_cell": "sky130_fd_sc_hd__dfxtp_1",
        "synth_sequential_area_ratio_pct": 29.52,
        "common_cells": "sky130_fd_sc_hd__clkbuf_1, sky130_fd_sc_hd__dfxtp_1, sky130_fd_sc_hd__ha_1",
        "ff_type": "sky130_fd_sc_hd__dfxtp_1",
        "post_synth_num_cell_types": 21,
        "count_of_flip_flops_with_a_built_in_enable_after_synthesis": 0,
        "synth-async-reset-ratio_pct": 0,
        "average_cell_area_after_synthesis_um2": 7.885,
        "synth-cells-yosys": 43,
        "yosys_register_bits": 5,
        "yosys.area.top_type_share_pct": 29.52,
    },
    "place": {
        "io_buffers": 16,
        "place_congestion": 0.7075,
        "post-place-ws_ps": 173.4,
        "place.detailed.instances": 97,
    },
    "critical_path": {
        "largest_driver_fanout_on_the_critical_path": 9,
        "cp.required_ps": 1600,
        "critPathLaunchType": "flop",
        "timing.critical_path.to_type": "primary output",
        "critical_path_class": "reg2out",
        "worst_ep_arrival_time_ps": 1510,
    },
    "worst_hold_path": {
        "worstHoldPathType": "reg2reg",
    },
    "floorplanning": {
        "standard_cell_rows": 21,
        "num_io_pins": 19,
        "initial_core_util_pct": 9.927,
        "core-area_mm2": 0.003416,
        "die_x_um": 80,
        "floorplan.die.height_um": 80,
        "floorplan.die_area_mm2": 0.006400,
    },
    "job": {
        "tool_warnings": 28,
        "max-cap-violations": 0,
    },
}
==> cell usage in the layout (no fill, tap or decap), drive strengths merged <==
master	synthesis	routed
nand2	1	1
nor2	3	3
nand3b	1	1
a21oi	2	2
ha	4	4
clkdlybuf4s50	0	16
inv	3	3
conb	1	2
or2	3	3
nor3	2	2
o21ai	1	1
and2b	1	1
nand2b	1	1
clkbuf	7	4
or3	1	1
dfxtp	5	5
a22oi	2	2
a211o	1	1
a221oi	1	1
a21o	1	1
==> worst paths after layout <==
path	depth (start not counted)	end	from	slack, ps
worst max register to register	3	prestate[1]	prestate[3]	1040
worst min-delay path	1	prestate[0]	prestate[0]	550
worst min register to register	1	prestate[0]	prestate[0]	550
worst max-delay path	2	lsb7seg_out[5]	prestate[3]	90
==> worst max-delay path: stages, from the launching register on <==
cell                              delay [ps]
sky130_fd_sc_hd__dfxtp_1                 380
sky130_fd_sc_hd__or3_2                   470
sky130_fd_sc_hd__clkdlybuf4s50_1         420
==> through the flow <==
stage          area, um2  hold WS [ps]
6_report           545.5         548.4
5_1_grt            545.5         591.5
4_1_cts            545.5         546.7
3_5_place_dp       519.2         532.5
3_3_place_gp       519.2         518.1
2_1_floorplan      342.8         462.4
==> power by group <==
part           leakage [nW]  total, mW  switching (mW)  internal, mW
registers            0.0411      0.117          0.0101         0.107
logic                 0.163     0.0773          0.0219        0.0554
clock network        0.0150      0.116          0.0407        0.0754
==> cell type report <==
class	instances	area share, %
clock buffer	4	4.817
inverter	3	2.064
multi-input combinational	27	34.86
sequential	5	18.35
tap	46	10.55
timing repair buffer	16	29.36
==> layer usage <==
layer / part of all wire [%] / wire [um] / GRT usage (%) / up-vias
met5: 0 / 0 / 0 / -
met4: 3.8 / 34 / 1.408 / 0
met3: 16 / 146 / 0.6818 / 2
met2: 42 / 373 / 4.254 / 18
met1: 38 / 344 / 2.473 / 136
li1: - / - / - / 158
==> cell families (layout without fill, tap and decap cells) <==
kind of cell,after synthesis,after routing,share of synthesized area (%)
simple gates,13,13,21.77
buf+inv,12,23,15.50
compound gates,8,8,17.34
flops,5,5,29.52
fa+ha+maj,4,4,14.76
other cells,1,2,1.106
Power figures rest on the tool's default switching activity, not on a simulated workload.
